### config.mk
export PLATFORM = sky130hd
export DESIGN_NAME = SPI
export DESIGN_NICKNAME = SPI
export VERILOG_FILES = /design/flow/design.v
export SDC_FILE = /design/flow/constraint.sdc
export NUM_CORES = 4
export LEC_CHECK = 1
export CORE_UTILIZATION = 30
### constraint.sdc
current_design SPI

set clk_period 4.5
set clk_io_pct 0.2

create_clock -name clk0 -period $clk_period [get_ports {clk}]

set non_clock_inputs [all_inputs -no_clocks]
set_input_delay [expr $clk_period * $clk_io_pct] -clock clk0 $non_clock_inputs
set_output_delay [expr $clk_period * $clk_io_pct] -clock clk0 [all_outputs]
### design.v
module SPI(
	input clk,
	input rst_n,
	input start,
	input [2:0]channel,
	output reg SCLK,
	output reg DIN,
	output reg CS_N,
	input DOUT,
	output reg done,
	output reg [11:0]data
);
	reg en;
	reg [2:0]r_channel;
	reg [4:0]cnt;
	reg cnt_flag;
	reg [5:0]SCLK_CNT;
	reg [11:0]r_data;
	always@(posedge clk or negedge rst_n)begin
		if(!rst_n)
			r_channel <= 'd0;
		else if(start)
			r_channel <= channel;
		else
			r_channel <= r_channel;
	end
	always@(posedge clk or negedge rst_n)begin
		if(!rst_n)
			en <= 1'b0;
		else if(start)
			en <= 1'b1;
		else if(done)
			en <= 1'b0;
		else
			en <= en;
	end
	always@(posedge clk or negedge rst_n)begin
		if(!rst_n)
			cnt <= 'd0;
		else if(en)begin
			if(cnt == 'd10)
				cnt <= 'd0;
			else
				cnt <= cnt + 1'b1;
		end
	else
		cnt <= 'd0;
	end
	always@(posedge clk or negedge rst_n)begin
		if(!rst_n)
			cnt_flag <= 1'b0;
		else if(cnt == 'd10)
			cnt_flag <= 1'b1;
		else
			cnt_flag <= 1'b0;
	end
	always@(posedge clk or negedge rst_n)begin
		if(!rst_n)
			SCLK_CNT <= 'd0;
		else if(en)begin
			if(cnt_flag && (SCLK_CNT == 'd33))
				SCLK_CNT <= 'd0;
			else if(cnt_flag)
				SCLK_CNT <= SCLK_CNT + 1'b1;
			else
				SCLK_CNT <= SCLK_CNT;
		end
		else
			SCLK_CNT <= 'd0;
	end
	always@(posedge clk or negedge rst_n)begin
		if(!rst_n)begin
			SCLK <= 1'b1;
			CS_N <= 1'b1;
			DIN <= 1'b1;
		end
		else if(en)begin
			if(cnt_flag)begin
				case(SCLK_CNT)
					6'd0:begin CS_N <= 1'b0;end
					6'd1:begin SCLK <= 1'b0;DIN <= 1'b0;end
					6'd2:begin SCLK <= 1'b1;end
					6'd3:begin SCLK <= 1'b0;end
					6'd4:begin SCLK <= 1'b1;end
					6'd5:begin SCLK <= 1'b0;DIN <= r_channel[2];end
					6'd6:begin SCLK <= 1'b1;end
					6'd7:begin SCLK <= 1'b0;DIN <= r_channel[1];end
					6'd8:begin SCLK <= 1'b1;end
					6'd9:begin SCLK <= 1'b0;DIN <= r_channel[0];end
					6'd10,6'd12,6'd14,6'd16,6'd18,6'd20,6'd22,6'd24,6'd26,6'd28,6'd30,6'd32:
						begin SCLK <= 1'b1;r_data <= {r_data[10:0],DOUT};end
					6'd11,6'd13,6'd15,6'd17,6'd19,6'd21,6'd23,6'd25,6'd27,6'd29,6'd31:
						begin SCLK <= 1'b0;end
					6'd33:begin CS_N <= 1'b1;end
					default:begin CS_N <= 1'b1;end
				endcase
			end
			else ;
		end
		else begin
			SCLK <= 1'b1;
			CS_N <= 1'b1;
			DIN <= 1'b1;
		end
	end
	always@(posedge clk or negedge rst_n)begin
		if(!rst_n)
			done <= 1'b0;
		else if(cnt_flag && (SCLK_CNT == 'd33))
			done <= 1'b1;
		else
			done <= 1'b0;
	end
	always@(posedge clk or negedge rst_n)begin
		if(!rst_n)
			data <= 'd0;
		else if(cnt_flag && (SCLK_CNT == 'd33))
			data <= r_data;
		else
			data <= data;
	end
endmodule
### run.sh
#!/bin/bash
# OpenROAD 26Q1-2900-gdf79404cd8, Yosys 0.63+post, stock flow scripts
make -C /OpenROAD-flow-scripts/flow DESIGN_CONFIG=/design/flow/config.mk WORK_HOME=/design/flow/orfs finish
==> reports/qor.csv <==
stage,metric,value,unit
synthesis,number of instances in the synthesized netlist,148,
grt,vias in the first global route,1090,
setup_path,Crit path buffers/inverters,3,
clock_tree,Clock Tree Root,sky130_fd_sc_hd__clkbuf_8,
run,count of max-cap constraint violations,0,
placement,count of buffers from port buffering,22,
routing,1st-iter DRT viols,65,
clock_tree,clk sinks,44,
synthesis,portion of the post-synthesis area used by sequential elements,0.603,
synthesis,syn avg cell area,13.1,um2
layout,fillers,558,
sta,final tally of hold violations,0,
layout,multi-input gate area in the final layout,714,um2
die,core box area,6060,um2
sta,fmax,0.452,GHz
placement,total half-perimeter wirelength after legalization and detailed placement,2.12,mm
setup_path,"Cell Chain, Critical Path",clkdlybuf4s50_1 -> buf_4 -> nand3_1 -> a21oi_1 -> buf_4,
sta,minimum period implied by the final worst setup slack,2.21,ns
outcome,result of the run,"complete, no violations",
min_path,classification of the worst-slack hold path,reg -> reg,
synthesis,most repeated cell in the gate-level netlist after synthesis,sky130_fd_sc_hd__dfrtp_1,
run,count of warning messages emitted by the tools,31,
layout,Area growth syn-to-layout,21.6,%
clock_tree,"Clk pin slew, worst setup/hold paths",0.08,ns
synthesis,warnings from Yosys,1,
clock_tree,number of buffers inserted to repair setup after CTS,0,
sta,slew at the pin closest to its max-slew limit,0.459,ns
clock_tree,largest buffer count on any clock path,2,
setup_path,kind of end point of the critical path,register,
synthesis,total standard cell area after synthesis,1930,um2
die,Die Y,82.3,um
synthesis,Top-area cell share,0.375,
synthesis,commonest cells in the netlist,"sky130_fd_sc_hd__dfrtp_1 (29), sky130_fd_sc_hd__nor2_1 (15), sky130_fd_sc_hd__edfxtp_1 (12)",
power,leakage component of the power,0.985,nW
routing,number of vias per cell,4.54,
setup_path,maximum net fanout on the critical path,33,
sta,share of the clock period used by the worst path,0.492,
synthesis,dominant cells by area after synthesis,"sky130_fd_sc_hd__dfrtp_1 (38%), sky130_fd_sc_hd__edfxtp_1 (19%), sky130_fd_sc_hd__mux2_2 (5.8%)",
setup_path,slowest cell on the critical path,sky130_fd_sc_hd__clkdlybuf4s50_1,
clock_tree,number of CTS-inserted buffers,5,
synthesis,number of synthesized flops with an enable pin,12,
grt,first-pass GRT wire length,5.16,mm
synthesis,cell type with the highest aggregate area in the netlist,sky130_fd_sc_hd__dfrtp_1,
sta,setup repair after global routing missed its margin,false,
synthesis,dominant synthesized flop cell,sky130_fd_sc_hd__dfrtp_1,
sta,final setup TNS,0,ns
sta,Max-Slew Margin vs Limit,0.694,
die,Die Outline Area,6770,um2
routing,first-pass iteration count of the detailed router,4,
synthesis,chip area estimate from yosys synthesis,1930,um2
setup_path,CP Class,in -> reg,
routing,routed wirelength normalized by instance count,12.4,um
layout,share of cells above drive strength 1,0.153,
die,Std-Cell Rows,28,
setup_path,maximum cell stage delay along the critical path,0.45,ns
setup_path,arrival time at the worst endpoint,2.21,ns
sta,clock skew,0.00387,ns
layout,total area of sequential cells,1160,um2
layout,Non-Filler Instances,251,
setup_path,critical path's most frequent cell,sky130_fd_sc_hd__buf_4,
synthesis,"flops & latches, synth",44,
synthesis,count of different cell masters after synthesis,37,
grt,number of antenna violations at the first check in global routing,0,
clock_tree,clock latency of the later-clocked register in the worst-skew pair,0.29,ns
grt,maximum number of pins on one net before global-route repair,34,
setup_path,Required @ worst endpoint,4.50,ns
die,Die Wd,82.3,um
placement,Placed Instances,243,
routing,DRC Markers,0,
synthesis,count of instantiated cells in the yosys netlist,148,
clock_tree,clock tree from TritonCTS,yes,
synthesis,"FFs w/ async S/R, synth",0.727,
grt,grt ovf,0,
routing,ANT nets after route,0,
clock_tree,depth of the CTS H-tree,2,
sta,final count of pins violating max slew,0,
grt,overall global routing resource usage,0.103,
die,I/O pins,23,
sta,count of final setup violators,0,
setup_path,top cell family by delay on the critical path,buffers and inverters,
power,total power per unit cell area,307,nW/um2
routing,Ant. Diodes,0,
power,total power,722,uW
power,peak ir drop on the vdd network,0.000169,V
routing,DR vias,1139,
setup_path,sort of element at the start of the critical path,primary input,
clock_tree,post-cts hold buffer count,0,
placement,final estimated routing congestion in global placement,0.788,
clock_tree,post_cts resized,0,
routing,total wire length after detailed routing,3.11,mm
die,effective utilization at floorplan,0.319,
[power breakdown]
group / leakage [nW] / internal (mW) / total (mW) / switching, mW
logic: 0.407 / 0.00757 / 0.0147 / 0.00711
clock network: 0.0558 / 0.164 / 0.295 / 0.130
registers: 0.522 / 0.411 / 0.412 / 0.00140
total: 0.985 / 0.583 / 0.722 / 0.139
[registers in the layout, indices dropped and copies added (netlist names)]
| register | cells |
|---|---|
| done | 1 |
| r_data | 12 |
| en | 1 |
| SCLK_CNT | 6 |
| r_channel | 3 |
| cnt_flag | 1 |
| CS_N | 1 |
| cnt | 5 |
| SCLK | 1 |
| DIN | 1 |
| data | 12 |
[metrics by stage]
| stage | instance area (um2) | hold slack [ns] | util | setup WS (ns) |
|---|---|---|---|---|
| 3_3_place_gp | 2240 | 0.439 | 0.369 | 1.95 |
| 2_1_floorplan | 1930 | 0.395 | - | 2.08 |
| 6_report | 2350 | 0.455 | 0.388 | 2.29 |
| 4_1_cts | 2350 | 0.457 | 0.388 | 2.25 |
| 5_1_grt | 2350 | 0.470 | 0.388 | 2.10 |
| 3_5_place_dp | 2240 | 0.430 | 0.369 | 1.95 |
[placed cells by master, fill, tap and decap left out, drive strengths merged, types with 2 or more instances in the layout]
master         instances
a21oi                  4
a31oi                  2
buf                    3
clkbuf                 5
clkdlybuf4s50         22
clkinv                 2
dfrtp                 29
dfstp                  3
edfxtp                12
ha                     8
inv                    6
mux2                  17
nand2                  7
nand2b                 5
nand3                  4
nand4                  2
nor2                  15
o21a                   2
o21ai                  2
o22ai                  2
xnor2                  3
xor2                   5
[worst paths after layout]
| path | slack (ns) | depth (start not counted) | start | to |
|---|---|---|---|---|
| min reg2reg | 0.45 | 0 | r_data[9] | r_data[10] |
| max in group asynchronous | 3.15 | 2 | rst_n | SCLK |
| max | 2.29 | 5 | rst_n | r_data[3] |
| min in group asynchronous | 1.01 | 2 | rst_n | data[0] |
| min | 0.45 | 0 | r_data[9] | r_data[10] |
| max reg2reg | 2.38 | 7 | SCLK_CNT[0] | r_data[3] |
[kinds of logic after synthesis]
logic type / count (synthesis) / share of synthesized area
AND-OR/OR-AND: 18 / 0.0641
XOR/XNOR: 8 / 0.0362
adder cells (fa/ha/maj): 8 / 0.0518
buffers and inverters: 11 / 0.0278
flip-flops: 44 / 0.603
multiplexers: 17 / 0.0990
AND/OR/NAND/NOR: 42 / 0.118
[cell type report]
cell class	count	area share
Inverter	6	0.00958
Timing Repair Buffer	25	0.103
Sequential cell	44	0.496
Clock buffer	5	0.0293
Clock inverter	3	0.0181
Tap cell	75	0.0399
Multi-Input combinational cell	93	0.304
[metal layers]
metal	wire (um)	track usage	part of all wire	vias to the layer above
met1	1650	0.168	0.53	543
met5	0	0	0	-
met4	35	0.0140	0.011	0
li1	-	-	-	576
met2	1320	0.152	0.42	15
met3	110	0.0178	0.035	5
Power is estimated from default activity; no workload was simulated.
